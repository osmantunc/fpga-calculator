<file path="run.sh">
#!/bin/bash
# OpenROAD 26Q1-2900-gdf79404cd8, Yosys 0.63+post, stock flow scripts
make -C /OpenROAD-flow-scripts/flow DESIGN_CONFIG=/design/flow/config.mk WORK_HOME=/design/flow/orfs finish
</file>
<file path="config.mk">
export PLATFORM = sky130hd
export DESIGN_NAME = button_debounce
export DESIGN_NICKNAME = button_debounce
export VERILOG_FILES = /design/flow/design.v
export SDC_FILE = /design/flow/constraint.sdc
export NUM_CORES = 4
export LEC_CHECK = 1
export CORE_AREA = 10 10 91 91
export DIE_AREA = 0 0 101 101
</file>
<file path="constraint.sdc">
current_design button_debounce

set clk_period 2.2
set clk_io_pct 0.2

create_clock -name clk0 -period $clk_period [get_ports {clk}]

set non_clock_inputs [all_inputs -no_clocks]
set_input_delay [expr $clk_period * $clk_io_pct] -clock clk0 $non_clock_inputs
set_output_delay [expr $clk_period * $clk_io_pct] -clock clk0 [all_outputs]
</file>
<file path="design.v">
module button_debounce(
    input wire clk,         
    input wire reset,       
    input wire button_in,   
    output reg button_out   
);
parameter DEBOUNCE_LIMIT = 50000;  
reg [19:0] counter;
reg button_ff1, button_ff2;  
reg button_state;            
always @(posedge clk) begin
    if (reset) begin
        button_ff1 <= 0;
        button_ff2 <= 0;
    end else begin
        button_ff1 <= button_in;
        button_ff2 <= button_ff1;
    end
end
always @(posedge clk) begin
    if (reset) begin
        counter <= 0;
        button_state <= 0;
    end else begin
        if (button_ff2 != button_state && counter < DEBOUNCE_LIMIT) begin
            counter <= counter + 1;
        end else if (counter == DEBOUNCE_LIMIT) begin
            button_state <= button_ff2;
            counter <= 0;
        end else begin
            counter <= 0;
        end
    end
end
reg button_state_prev;
always @(posedge clk) begin
    if (reset) begin
        button_state_prev <= 0;
        button_out <= 0;
    end else begin
        button_state_prev <= button_state;
        button_out <= (button_state && !button_state_prev) ? 1'b1 : 1'b0;
    end
end
endmodule
</file>
==> run notes <==
Internal power comes to 596 uW. With the maximum clock insertion buffer count at 2, the die outline height is 101 um. The first-pass GRT wire length is 2950 um. Counting distinct cell types in the post-synthesis netlist gives 27. The diode insertion count for antenna repair is 0, and the part of the cycle the worst path needs is 74.7%. For the floorplan die area, the log shows 0.0102 mm2.

Final hold analysis gives a worst-case slack of 0.397 ns. Setup repair after global routing left no endpoint under its margin. Area taken by flip-flops and latches: 500 um2.

The total congestion overflow was 0; the width of the chip was 101 um. For the final database, setup skew stands at 0.00404 ns. TritonRoute reported its final design rule violation total as 0. Synthesis produced 115 cells. The OpenROAD report gives the critical path a required time of 2.36 ns.

The analysis attributes to net switching a power of 150 uW. The run gives 19.9% as the fraction of the core area covered by cells at the end of the flow. TritonCTS built the clock tree. In the final layout, the share of cells above drive strength 1 is 15.8%.

The maximum cell stage delay along the critical path is 0.45 ns. The tools report the setup TNS as 0 ns. The share of power burned in combinational logic was 1.4%. The most used logic cell in the final layout is dfxtp_1. The number of register bits inferred by synthesis came out at 25. For this design the static power due to leakage is 0.375 nW.

Post-CTS repair changed the size of 0 cells. With the area of the multi-input gates at 559 um2, the peak clock frequency supported by timing is 609 MHz. According to the floorplan report, the placeable core area is 0.00635 mm2. Looking at the power breakdown, sequential logic takes 61.5% of the total.

Nets still carrying antenna violations after routing amount to 0. With the largest net degree at the start of global routing at 17, the tally of non-filler cells in the final layout is 197. The number of logged tool warnings is 26, and the sequential share of the synthesized area is 45.2%. The run gives 0 for the number of antenna violations at the first check in global routing. For the number of cells in Yosys stat, the log shows 115. In the final layout, the fill cell count is 676. The critical path is of the reg2reg type. The final power report lists total power as 747 uW.

The clock network accounts for 37.1% of the total power. Ranking logic cells in the layout by count gives the top entries dfxtp_1 (25), xnor2_1 (10), nor2_1 (10). For this run, the chip area from Yosys synthesis comes to 0.00111 mm2. dfxtp_1 takes more of the synthesized area than any other cell. STA classifies the critical path endpoint as a register.

Counting both buffers and inverters, the worst setup path holds a total of 0. Overall routing resource usage recorded by global route was 3.36%. In this run the count of I/O pins placed on the die edge is 4.

Per the detailed placement report, the placed cell area equals 0.00122 mm2. In this run the worst path has a maximum fanout of 6. The script logs the mean routed wire length per placed instance as 8.12 um.

The tools report the final standard cell area without fillers as 0.00127 mm2. Count of input and output buffers: 3. Across all setup checks in the final design, the least slack found is 0.557 ns.

The logs give 0 for the final hold violation count and 0 for the number of failing setup endpoints in the final timing report. From synthesis to final layout, the design area changed by 14.3%. The main area contributors are dfxtp_1 (45%), xnor2_1 (7.9%), nor2_4 (7.1%), nand4_1 (4.0%), nor2_1 (3.4%). With the average size of a mapped cell at 9.63 um2, the standard-cell row count is 29.

The flow ran to the end, and the final reports show no timing, DRC or antenna violations. For the TritonCTS buffer count, the log shows 3. The cell area that synthesis handed to floorplanning was 0.00111 mm2. Looking at the worst setup and hold paths, the clock pins of their registers show a slew of 0.09 ns. Across all layers, the routed design uses 709 vias.

The tools report the share of the core filled by cells before placement as 17.4%. For the worst setup path, the data arrival time is 1.80 ns. The depth of the CTS H-tree was 1.

Number of global-route vias before repair: 694. The switching power share of the total is 20.1%. The cell family with the largest share of critical-path delay is simple AND/OR/NAND/NOR gates.

Buffers inserted to repair hold after CTS numbered 0. The placement summary gives the final routability congestion estimate as 0.819. The critical path goes through ha_1 -> nand4_1 -> nor4_1 -> xnor2_1 -> nor2_1. The tools report the count of buffers added by post-CTS timing repair for setup as 0. The most critical min-delay path falls under reg2reg. Per the skew report, the later register of the worst-skew pair sees a clock latency of 0.27 ns. After the first detailed-routing iteration, the DRC count stood at 27.

The report counts max-capacitance violations totalling 0. After legalization and detailed placement, the total HPWL measured 1180 um. Per the detail_route report, vias per standard cell equal 3.60. The synthesized design devotes to its leading area cell type 45.2% of total area. The number of warnings printed during yosys synthesis came out at 1. The critical-path cell with the highest stage delay was dfxtp_1. The first detailed-routing pass ran for 3 iterations. The worst setup timing slack at the placement stage came out at 0.549 ns. The analysis reports a worst IR drop on VDD of 597 uV. With the minimum period implied by the final worst setup slack at 1.64 ns, the final-report max-slew violation count is 0. The total routed wirelength is 1600 um, and the number of cells in the design after placement is 193. The clock tree has to reach 25 sinks.

The worst setup path is launched from a register. The total power divided by cell area works out to 590 mW/mm2. The tree is rooted in a clkbuf_8.
## path summary, 6_finish.rpt
kind	slack [ns]	end	start	cells past startpoint
setup reg to reg	0.56	counter[14]	counter[0]	5
hold reg to reg	0.40	button_out	button_state_prev	1
hold / removal	0.40	button_out	button_state_prev	1
setup / recovery	0.56	counter[14]	counter[0]	5
## layout make-up
cell class	instances	share of cell area [%]
timing repair buffer	4	2.96
sequential	25	39.5
multi-input combinational	81	44.2
inverter	6	1.78
tap	77	7.61
clock buffer	3	3.26
clock inverter	1	0.692
## registers in the layout, summed over array words and instances, names as in the netlist
| name | flops |
|---|---|
| counter | 20 |
| button_ff1 | 1 |
| button_ff2 | 1 |
| button_out | 1 |
| button_state | 1 |
| button_state_prev | 1 |
## cells by family (layout without fill, tap and decap cells)
family | Yosys count | in the layout | synth area share (%)
buffers and inverters | 12 | 14 | 5.31
AND-OR/OR-AND | 3 | 3 | 2.26
other | 1 | 4 | 0.339
multiplexers | 1 | 1 | 0.904
AND/OR/NAND/NOR | 57 | 57 | 32.7
adder cells (fa/ha/maj) | 2 | 2 | 2.26
XOR/XNOR | 14 | 14 | 11.1
flip-flops | 25 | 25 | 45.2
## per-layer routing
layer | up-vias | GRT usage, % | wire (um)
met3 | 0 | 1.11 | 54
li1 | 392 | - | -
met1 | 311 | 4.46 | 847
met2 | 6 | 5.50 | 697
met5 | - | 0 | 0
met4 | 0 | 0.107 | 0
## power by group through the flow
stage | registers (mW) | clock network (mW) | logic, mW
global route | 0.460 | 0.313 | 0.0117
finish | 0.459 | 0.277 | 0.0102
CTS | 0.460 | 0.289 | 0.0104
## synthesized netlist by cell type
| cell | instances |
|---|---|
| nand2b_1 | 2 |
| and3b_1 | 1 |
| nor2_2 | 3 |
| nor2_1 | 10 |
| nand4_1 | 7 |
| nor2_4 | 7 |
| dfxtp_1 | 25 |
| and4_1 | 1 |
| nor4_1 | 4 |
| xnor2_1 | 10 |
| o21ai_2 | 1 |
| a21o_1 | 1 |
| nand2_1 | 5 |
| buf_6 | 1 |
| nor2b_1 | 2 |
| buf_2 | 5 |
| nand3_1 | 5 |
| ha_1 | 2 |
| inv_1 | 6 |
| or4_4 | 1 |
| nor4b_2 | 1 |
| o31a_1 | 1 |
| nor3_1 | 7 |
| conb_1 | 1 |
| mux2i_1 | 1 |
| nor3_2 | 1 |
| xor2_1 | 4 |
No activity file was given, so power comes from the tool's default toggle rates.
